$ cat config.mk
export PLATFORM = sky130hd
export DESIGN_NAME = wallacetest
export DESIGN_NICKNAME = wallacetest
export VERILOG_FILES = /design/flow/design.v
export SDC_FILE = /design/flow/constraint.sdc
export NUM_CORES = 4
export LEC_CHECK = 1
export CORE_UTILIZATION = 50
$ cat constraint.sdc
current_design wallacetest

set clk_period 31.8
set clk_io_pct 0.2

create_clock -name clk0 -period $clk_period [get_ports {clk}]

set non_clock_inputs [all_inputs -no_clocks]
set_input_delay [expr $clk_period * $clk_io_pct] -clock clk0 $non_clock_inputs
set_output_delay [expr $clk_period * $clk_io_pct] -clock clk0 [all_outputs]
$ cat design.v
module FA(carry, sum, a, b, c);
	input a, b, c;
	output sum, carry;
	assign sum = a ^ b ^ c;
	assign carry = (a&b)|(b&c)|(c&a);
endmodule
module FAenable(carry, sum, a, b, c, enable);
    input a, b, c, enable;
    output sum, carry;
    assign sum = (enable) ? (a ^ b ^ c) : sum;
    assign carry = (enable) ? ((a & b) | (b & c) | (c & a)) : carry;
endmodule
module HA (carry, sum, a, b);
	input a, b;
	output sum, carry;
	assign sum = a^b;
	assign carry = a&b;
endmodule
module wallacetest(output[15:0] result, input[7:0] a, input[7:0] b, input clk, output reg [15:0] accml = 0);
    reg wall00, wall01, wall02, wall03, wall04, wall05, wall06, wall07;
	 reg wall10, wall11, wall12, wall13, wall14, wall15, wall16, wall17;
	 reg wall20, wall21, wall22, wall23, wall24, wall25, wall26, wall27;
	 reg wall30, wall31, wall32, wall33, wall34, wall35, wall36, wall37;
	 reg wall40, wall41, wall42, wall43, wall44, wall45, wall46, wall47;
	 reg wall50, wall51, wall52, wall53, wall54, wall55, wall56, wall57;
	 reg wall60, wall61, wall62, wall63, wall64, wall65, wall66, wall67;
	 reg wall70, wall71, wall72, wall73, wall74, wall75, wall76, wall77;
    always @(a, b) begin
		wall00 = a[0] & b[0]; wall10 = a[1] & b[0]; wall20 = a[2] & b[0]; wall30 = a[3] & b[0];
		wall01 = a[0] & b[1]; wall11 = a[1] & b[1]; wall21 = a[2] & b[1]; wall31 = a[3] & b[1];
		wall02 = a[0] & b[2]; wall12 = a[1] & b[2]; wall22 = a[2] & b[2]; wall32 = a[3] & b[2];
		wall03 = a[0] & b[3]; wall13 = a[1] & b[3]; wall23 = a[2] & b[3]; wall33 = a[3] & b[3];
		wall04 = a[0] & b[4]; wall14 = a[1] & b[4]; wall24 = a[2] & b[4]; wall34 = a[3] & b[4];
		wall05 = a[0] & b[5]; wall15 = a[1] & b[5]; wall25 = a[2] & b[5]; wall35 = a[3] & b[5];
		wall06 = a[0] & b[6]; wall16 = a[1] & b[6]; wall26 = a[2] & b[6]; wall36 = a[3] & b[6];
		wall07 = a[0] & b[7]; wall17 = a[1] & b[7]; wall27 = a[2] & b[7]; wall37 = a[3] & b[7];
		wall40 = a[4] & b[0]; wall50 = a[5] & b[0]; wall60 = a[6] & b[0]; wall70 = a[7] & b[0];
		wall41 = a[4] & b[1]; wall51 = a[5] & b[1]; wall61 = a[6] & b[1]; wall71 = a[7] & b[1];
		wall42 = a[4] & b[2]; wall52 = a[5] & b[2]; wall62 = a[6] & b[2]; wall72 = a[7] & b[2];
		wall43 = a[4] & b[3]; wall53 = a[5] & b[3]; wall63 = a[6] & b[3]; wall73 = a[7] & b[3];
		wall44 = a[4] & b[4]; wall54 = a[5] & b[4]; wall64 = a[6] & b[4]; wall74 = a[7] & b[4];
		wall45 = a[4] & b[5]; wall55 = a[5] & b[5]; wall65 = a[6] & b[5]; wall75 = a[7] & b[5];
		wall46 = a[4] & b[6]; wall56 = a[5] & b[6]; wall66 = a[6] & b[6]; wall76 = a[7] & b[6];
		wall47 = a[4] & b[7]; wall57 = a[5] & b[7]; wall67 = a[6] & b[7]; wall77 = a[7] & b[7];
    end
    reg [7:0] prev_A=0; 
    reg [7:0] prev_B=0;
    always @(posedge clk) begin
        if (a != prev_A || b != prev_B) begin
                accml <= accml + result;
                prev_A <= a;
                prev_B <= b;
        end
    end    	
    assign result[0] = wall00;
    wire result1_c;
    HA result1_HA_1(result1_c, result[1], wall01, wall10);
    wire result2_c_temp_1, result2_c, result2_temp_1;
    FA result2_FA_1(result2_c_temp_1, result2_temp_1, wall02, wall11, result1_c);
    HA result2_HA_1(result2_c, result[2], wall20, result2_temp_1);
    wire result3_c_temp_1, result3_c_temp_2, result3_c, result3_temp_1, result3_temp_2;
    FA result3_FA_1(result3_c_temp_1, result3_temp_1, wall03, wall12, result2_c);
    FA result3_FA_2(result3_c_temp_2, result3_temp_2, wall21, result3_temp_1, result2_c_temp_1);
    HA result3_HA_1(result3_c, result[3], wall30, result3_temp_2);
    wire result4_c_temp_1, result4_c_temp_2, result4_c_temp_3, result4_c, result4_temp_1, result4_temp_2, result4_temp_3;
    FA result4_FA_1(result4_c_temp_1, result4_temp_1, wall04, wall13, result3_c);
    FA result4_FA_2(result4_c_temp_2, result4_temp_2, wall22, result4_temp_1, result3_c_temp_1);
    FA result4_FA_3(result4_c_temp_3, result4_temp_3, wall31, result4_temp_2, result3_c_temp_2);
    HA result4_HA_1(result4_c, result[4], wall40, result4_temp_3);
    wire result5_c_temp_1, result5_c_temp_2, result5_c_temp_3, result5_c_temp_4, result5_c, result5_temp_1, result5_temp_2, result5_temp_3, result5_temp_4;
    FA result5_FA_1(result5_c_temp_1, result5_temp_1, wall05, wall14, result4_c);
    FA result5_FA_2(result5_c_temp_2, result5_temp_2, wall23, result5_temp_1, result4_c_temp_1);
    FA result5_FA_3(result5_c_temp_3, result5_temp_3, wall32, result5_temp_2, result4_c_temp_2);
    FA result5_FA_4(result5_c_temp_4, result5_temp_4, wall41, result5_temp_3, result4_c_temp_3);
    HA result5_HA_1(result5_c, result[5], wall50, result5_temp_4);
    wire result6_c_temp_1, result6_c_temp_2, result6_c_temp_3, result6_c_temp_4, result6_c_temp_5, result6_c, result6_temp_1, result6_temp_2, result6_temp_3, result6_temp_4, result6_temp_5;
    FA result6_FA_1(result6_c_temp_1, result6_temp_1, wall06, wall15, result5_c);
    FA result6_FA_2(result6_c_temp_2, result6_temp_2, wall24, result6_temp_1, result5_c_temp_1);
    FA result6_FA_3(result6_c_temp_3, result6_temp_3, wall33, result6_temp_2, result5_c_temp_2);
    FA result6_FA_4(result6_c_temp_4, result6_temp_4, wall42, result6_temp_3, result5_c_temp_3);
    FA result6_FA_5(result6_c_temp_5, result6_temp_5, wall51, result6_temp_4, result5_c_temp_4);
    HA result6_HA_1(result6_c, result[6], wall60, result6_temp_5);
    wire result7_c_temp_1, result7_c_temp_2, result7_c_temp_3, result7_c_temp_4, result7_c_temp_5, result7_c_temp_6, result7_c, result7_temp_1, result7_temp_2, result7_temp_3, result7_temp_4, result7_temp_5, result7_temp_6;
    FA result7_FA_1(result7_c_temp_1, result7_temp_1, wall07, wall16, result6_c);
    FA result7_FA_2(result7_c_temp_2, result7_temp_2, wall25, result7_temp_1, result6_c_temp_1);
    FA result7_FA_3(result7_c_temp_3, result7_temp_3, wall34, result7_temp_2, result6_c_temp_2);
    FA result7_FA_4(result7_c_temp_4, result7_temp_4, wall43, result7_temp_3, result6_c_temp_3);
    FA result7_FA_5(result7_c_temp_5, result7_temp_5, wall52, result7_temp_4, result6_c_temp_4);
    FA result7_FA_6(result7_c_temp_6, result7_temp_6, wall61, result7_temp_5, result6_c_temp_5);
    HA result7_HA_1(result7_c, result[7], wall70, result7_temp_6);
    wire result8_c_temp_1, result8_c_temp_2, result8_c_temp_3, result8_c_temp_4, result8_c_temp_5, result8_c_temp_6, result8_c, result8_temp_1, result8_temp_2, result8_temp_3, result8_temp_4, result8_temp_5, result8_temp_6;
    FA result8_FA_1(result8_c_temp_1, result8_temp_1, wall17, wall26, result7_c);
    FA result8_FA_2(result8_c_temp_2, result8_temp_2, wall35, result8_temp_1, result7_c_temp_1);
    FA result8_FA_3(result8_c_temp_3, result8_temp_3, wall44, result8_temp_2, result7_c_temp_2);
    FA result8_FA_4(result8_c_temp_4, result8_temp_4, wall53, result8_temp_3, result7_c_temp_3);
    FA result8_FA_5(result8_c_temp_5, result8_temp_5, wall62, result8_temp_4, result7_c_temp_4);
    FA result8_FA_6(result8_c_temp_6, result8_temp_6, wall71, result8_temp_5, result7_c_temp_5);
    HA result8_HA_1(result8_c, result[8], result8_temp_6, result7_c_temp_6);
    wire result9_c_temp_1, result9_c_temp_2, result9_c_temp_3, result9_c_temp_4, result9_c_temp_5, result9_c, result9_temp_1, result9_temp_2, result9_temp_3, result9_temp_4, result9_temp_5;
    FA result9_FA_1(result9_c_temp_1, result9_temp_1, wall27, wall36, result8_c);
    FA result9_FA_2(result9_c_temp_2, result9_temp_2, wall45, result9_temp_1, result8_c_temp_1);
    FA result9_FA_3(result9_c_temp_3, result9_temp_3, wall54, result9_temp_2, result8_c_temp_2);
    FA result9_FA_4(result9_c_temp_4, result9_temp_4, wall63, result9_temp_3, result8_c_temp_3);
    FA result9_FA_5(result9_c_temp_5, result9_temp_5, wall72, result9_temp_4, result8_c_temp_4);
    FA result9_FA_6(result9_c, result[9], result9_temp_5, result8_c_temp_5, result8_c_temp_6);
    wire result10_c_temp_1, result10_c_temp_2, result10_c_temp_3, result10_c_temp_4, result10_c, result10_temp_1, result10_temp_2, result10_temp_3, result10_temp_4;
    FA result10_FA_1(result10_c_temp_1, result10_temp_1, wall37, wall46, result9_c);
    FA result10_FA_2(result10_c_temp_2, result10_temp_2, wall55, result10_temp_1, result9_c_temp_1);
    FA result10_FA_3(result10_c_temp_3, result10_temp_3, wall64, result10_temp_2, result9_c_temp_2);
    FA result10_FA_4(result10_c_temp_4, result10_temp_4, wall73, result10_temp_3, result9_c_temp_3);
    FA result10_FA_5(result10_c, result[10], result10_temp_4, result9_c_temp_4, result9_c_temp_5);
    wire result11_c_temp_1, result11_c_temp_2, result11_c_temp_3, result11_c, result11_temp_1, result11_temp_2, result11_temp_3;
    FA result11_FA_1(result11_c_temp_1, result11_temp_1, wall47, wall56, result10_c);
    FA result11_FA_2(result11_c_temp_2, result11_temp_2, wall65, result11_temp_1, result10_c_temp_1);
    FA result11_FA_3(result11_c_temp_3, result11_temp_3, wall74, result11_temp_2, result10_c_temp_2);
    FA result11_FA_4(result11_c, result[11], result11_temp_3, result10_c_temp_3, result10_c_temp_4);
    wire result12_c_temp_1, result12_c, result12_temp_1, result12_c_temp_2, result12_temp_2;
    FA result12_FA_1(result12_c_temp_1, result12_temp_1, wall57, wall66, result11_c);
    FA result12_FA_2(result12_c_temp_2, result12_temp_2, wall75, result12_temp_1, result11_c_temp_1);
    FA result12_FA_3(result12_c, result[12], result12_temp_2, result11_c_temp_2, result11_c_temp_3);
    wire result13_c, result13_temp_1, result13_c_temp_1;
    FA result13_FA_1(result13_c_temp_1, result13_temp_1, wall67, wall76, result12_c);
    FA result13_FA_2(result13_c, result[13], result13_temp_1, result12_c_temp_2, result12_c_temp_1);
    wire result14_c;
    FA result14_FA_1(result14_c, result[14], wall77, result13_c, result13_c_temp_1);
    assign result[15] = result14_c;
endmodule
$ cat run.sh
#!/bin/bash
# OpenROAD 26Q1-2900-gdf79404cd8, Yosys 0.63+post, stock flow scripts
make -C /OpenROAD-flow-scripts/flow DESIGN_CONFIG=/design/flow/config.mk WORK_HOME=/design/flow/orfs finish
==> flow_summary.yaml <==
# yosys + openroad results
clock_tree:
  cts_buffer_depth: 2
  cts_root_buf: "clkbuf_8"
  clkLatencyLatePin_ns: 0.28
  path_clk_slew_ns: 0.07
  cts_made_buffers: 5
  clock_sinks: 32
  htree_levels: 2
  cts_tree: "built"
setup_path:
  slowest_stage: "fa_1"
  arrival_ns: 30.60
  worstPathRequired_ns: 25.44
  slowest_delay_ns: 0.54
  worst_path_most_repeated_cell: "fa_1"
  end_kind: "output port"
  reg2reg_from: "accml[0]"
  critPathLaunch: "a[1]"
  setup.worst_path.start_class: "input port"
  crit_type: "in -> out"
  critPathMaxFanout: 2
cells_and_area:
  lay_top_count: "and2_1"
  drive_above_1_share_pct: 17.7
  ff_latch_area_um2: 961
  lay_top_cells: "49 x and2_1, 43 x fa_1, 37 x clkdlybuf4s50_1"
  fill_cells: 579
  syn_to_final_growth_pct: 21.4
  logic_area_mm2: 0.00241
floorplan:
  rows: 30
  core_mm2: 0.00683
  die_h_um: 86.5
  dieArea_mm2: 0.00748
  num_io_pins: 49
  fp_util_pct: 52.2
  chipWidth_um: 86.5
detailed_routing:
  drtIter0Drc: 62
  antenna_cells: 0
  vias: 2491
  finalWirelength_um: 7490
  routedWlPerCell_um: 15.4
  drc_errors: 0
  ant_nets: 0
  firstDrtPassIters: 4
  vias_per_cell: 5.13
sta:
  final_max_slew_viol_count: 0
  tightest_slew_ns: 0.488
  rsz0062_at_grt: "yes"
  setup_ws_ns: -5.16
  timing.final.crit_share_pct: 116
  max_freq_mhz: 27.1
  setup_violations: 6
  fin_worst_skew_ns: 0.00654
  hold_viol: 0
  max_slew_margin_pct: 67.2
  fin_crit_ns: 36.96
synth:
  synth_seq_share_pct: 26.9
  yosys_warnings: 1
  synth_area_per_cell_um2: 10.7
  syn_inst: 333
  ys_cells: 333
  ys.flops: 32
  yosys-stat-area_mm2: 0.00357
  synth_area_mm2: 0.00357
  ys_types: 31
global_route:
  grt_max_degree: 25
  grtUsageTotal_pct: 24.4
  grt_pass1_wl_um: 12800
  antenna_found_initial: 0
  grt_overflow_total: 0
  grt_pass1_vias: 2588
hold_path:
  min_path_type: "reg -> reg"
  worstHoldStart: "accml[0]"
job:
  maxCapViolations: 0
  warnings: 29
placed_design:
  place_ws_ns: -6.02
  dpl.hpwl_um: 6010
  portBuffers: 48
  gp_congestion: 0.921
status:
  violations: "negative setup slack"
  status: "finished with violations"
## worst max-delay path, delay by kind of cell
family	cells	cell delay, ns
adder cells (fa/ha/maj)	56	23.06
buffers and inverters	20	1.06
AND/OR/NAND/NOR	1	0.14
## state kept, by name, summed over array words and instances (netlist names)
name / count
accml: 16
prev_A: 8
prev_B: 8
## layer usage
layer	vias to the layer above	track usage, %	share of wire (%)
met4	0	2.42	1.4
met2	81	35.5	46
met1	1199	40.7	45
met3	7	7.92	7.9
met5	-	0	0
li1	1204	-	-
## path summary, 6_finish.rpt
kind | depth (start not counted) | slack (ns) | endpoint
worst min register to register | 1 | 0.58 | accml[0]
worst min-delay path | 1 | 0.58 | accml[0]
worst max register to register | 6 | 29.45 | accml[14]
worst max-delay path | 77 | -5.16 | result[14]
## through the flow
stage	instances	utilization, %	cell area, um^2	hold slack, ns	setup TNS (ns)
final	486	63.4	4330	0.578	-22.65
after global routing	486	63.4	4330	0.594	-28.05
after CTS	486	63.2	4310	0.587	-23.73
after detailed placement	477	62.1	4240	0.569	-29.08
after global placement	477	62.1	4240	0.560	-29.75
after floorplan	333	-	3620	0.526	-19.36
## cell usage after synthesis
cell type,number,share of area (%)
edfxtp_1,32,27
fa_1,49,27
xor2_1,21,5.2
buf_4,16,3.4
and2_1,51,8.9
a21oi_1,11,1.5
a21oi_2,2,0.49
nor2_1,10,1.1
nor2b_1,1,0.18
nor3_1,2,0.28
a311oi_2,1,0.42
clkbuf_1,6,0.63
inv_1,31,3.3
o21ai_1,3,0.42
or4_1,1,0.21
nand4_1,2,0.35
xnor2_1,7,1.7
a32oi_1,1,0.25
o21ai_0,6,0.84
a21o_1,4,0.84
a211oi_1,3,0.63
buf_2,2,0.28
o211ai_1,2,0.42
nand2_1,27,2.8
o31ai_2,1,0.35
a311oi_1,1,0.25
or3_1,1,0.18
nand3_1,9,1.3
ha_1,23,8.1
o2111ai_1,2,0.49
nor4_1,5,0.88
## layout make-up
class | count | share of cell area, %
multi-input cells | 246 | 55.5
repair buffers | 74 | 15.0
well taps | 96 | 2.77
inverters | 31 | 2.69
clock inverters | 2 | 0.173
flip-flops and latches | 32 | 22.2
clock buffers | 5 | 1.59
## logic make-up after synthesis
kind of cell / after synthesis / synth area share (%)
simple gates: 109 / 16.2
fa+ha+maj: 72 / 35.6
buf+inv: 55 / 7.54
compound gates: 37 / 6.94
flops: 32 / 26.9
xor+xnor: 28 / 6.87
## timing repair
| item | in CTS | in global routing |
|---|---|---|
| endpoints found under the setup margin | 8 | 8 |
| pin swaps | 2 | 0 |
| buffers inserted | 2 | 0 |
| hold buffers | 0 | 0 |
| resized | 43 | 3 |
| hold endpoints to repair | 0 | 0 |
